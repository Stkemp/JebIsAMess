==> design.v <==
`timescale 1ns / 1ps
module hex7seg(
    input [3:0] n,
    output [6:0] c
    );
    wire [7:0] A, B, C, D, E, F, G;
    assign A = {1'b0, n[0], n[0], 1'b0, 1'b0, ~n[0], 1'b0, n[0]};
    assign B = {1'b1, ~n[0], n[0], 1'b0, ~n[0], n[0], 1'b0, 1'b0};
    assign C = {1'b1, ~n[0], 1'b0, 1'b0, 1'b0, 1'b0, ~n[0], 1'b0};
    assign D = {n[0],1'b0,~n[0],n[0],n[0],~n[0],1'b0,n[0]};
    assign E = {1'b0,1'b0,1'b0,n[0],n[0],1'b1,n[0],n[0]};
    assign F = {1'b0,n[0],1'b0,1'b0,n[0],1'b0,1'b1,n[0]};
    assign G = {1'b0,~n[0],1'b0,1'b0,n[0],1'b0,1'b0,1'b1};
    m8_1e muxA (A, n[3:1], 1'b1, c[0]);
    m8_1e muxB (B, n[3:1], 1'b1, c[1]);
    m8_1e muxC (C, n[3:1], 1'b1, c[2]);
    m8_1e muxD (D, n[3:1], 1'b1, c[3]);
    m8_1e muxE (E, n[3:1], 1'b1, c[4]);
    m8_1e muxF (F, n[3:1], 1'b1, c[5]);
    m8_1e muxG (G, n[3:1], 1'b1, c[6]);
endmodule
`timescale 1ns / 1ps
module m8_1e(
    input [7:0] in,
    input [2:0] sel,
    input e,
    output o
    );
    wire to_out;
        wire [7:0] r;
        assign r[0] = in[0]&~sel[2]&~sel[1]&~sel[0];
        assign r[1] = in[1]&~sel[2]&~sel[1]&sel[0];
        assign r[2] = in[2]&~sel[2]&sel[1]&~sel[0];
        assign r[3] = in[3]&~sel[2]&sel[1]&sel[0];
        assign r[4] = in[4]&sel[2]&~sel[1]&~sel[0];
        assign r[5] = in[5]&sel[2]&~sel[1]&sel[0];
        assign r[6] = in[6]&sel[2]&sel[1]&~sel[0];
        assign r[7] = in[7]&sel[2]&sel[1]&sel[0];
        assign to_out = |r;
        assign o = to_out&e;
endmodule
==> run.sh <==
#!/bin/bash
# OpenROAD 26Q1-2900-gdf79404cd8, Yosys 0.63+post, stock flow scripts
make -C /OpenROAD-flow-scripts/flow DESIGN_CONFIG=/design/flow/config.mk WORK_HOME=/design/flow/orfs finish
==> config.mk <==
export PLATFORM = sky130hd
export DESIGN_NAME = hex7seg
export DESIGN_NICKNAME = hex7seg
export VERILOG_FILES = /design/flow/design.v
export SDC_FILE = /design/flow/constraint.sdc
export NUM_CORES = 4
export LEC_CHECK = 1
export CORE_AREA = 10 10 70 70
export DIE_AREA = 0 0 80 80
==> constraint.sdc <==
current_design hex7seg

set clk_period 1.0
set clk_io_pct 0.2

create_clock -name clk0 -period $clk_period

set non_clock_inputs [all_inputs -no_clocks]
set_input_delay [expr $clk_period * $clk_io_pct] -clock clk0 $non_clock_inputs
set_output_delay [expr $clk_period * $clk_io_pct] -clock clk0 [all_outputs]
==> impl_metrics.sql <==
-- generated from flow reports
INSERT INTO impl_metrics (metric_group, metric, value, unit) VALUES
('routing', 'route.layer.met1.wl', '480', 'microns'),
('placed_design', 'port-buffer-count', '11', ''),
('floorplan', 'floorplan.core_area', '3416', 'sq um'),
('final_timing', 'number_of_hold_violations_in_the_final_report', '0', ''),
('routing', 'met3_wirelength', '48', 'microns'),
('clock_network', 'cts-hold-fix-buffers', '0', ''),
('finish', 'drive_above_1_share', '55.77', '%'),
('flow_run', 'tool_warnings', '35', ''),
('routing', 'post-route-drc-count', '0', ''),
('logic_synthesis', 'yosys_cells', '40', ''),
('final_timing', 'least_margin_pin_slew', '168.2', 'ps'),
('final_timing', 'hold_ws', '744.1', 'ps'),
('grt', 'grt.total_usage', '2.424', '%'),
('critical_path', 'worstPathCellList', 'buf_8, or4b_4, o211ai_1, buf_2', ''),
('flow_run', 'drv_cap', '0', ''),
('floorplan', 'io_pins', '11', ''),
('final_timing', 'rsz_0062_raised_after_global_routing', 'yes', ''),
('routing', 'wl_per_cell', '8.112', 'microns'),
('logic_synthesis', 'synthesis.instances', '40', ''),
('finish', 'n_fill_cell', '401', ''),
('power_and_ir_drop', 'leakagePower', '0.0002089', 'uW'),
('critical_path', 'crit_path_max_fanout', '6', ''),
('final_timing', 'timing.final.crit_share', '123.5', '%'),
('critical_path', 'worst-endpoint-arrival', '1040', 'ps'),
('grt', 'first_pass_grt_wire_length', '1331', 'microns'),
('logic_synthesis', 'yosysWarnings', '0', ''),
('placed_design', 'post-place-cells', '98', ''),
('logic_synthesis', 'post-synth-top-area-cell', 'buf_4', ''),
('final_timing', 'slew_viol_final', '0', ''),
('floorplan', 'floorplan.die.height', '80', 'microns'),
('grt', 'grt_max_degree', '8', ''),
('critical_path', 'criticalPathCategory', 'input port to primary output', ''),
('final_timing', 'timing.max_slew.rel_slack', '88.47', '%'),
('routing', 'first_iter_violations', '0', ''),
('critical_path', 'crit_slowest_cell', 'or4b_4', ''),
('final_timing', 'layout_setup_ws', '-235.1', 'ps'),
('routing', 'detailedRoute.firstPassIterationCount', '1', ''),
('final_timing', 'setup-violations-final', '7', ''),
('grt', 'globalRoute.totalOverflow', '0', ''),
('clock_network', 'postCtsSetupRepairBufs', '0', ''),
('final_timing', 'maxClockFrequency', '809.6', 'MHz'),
('run_status', 'violated_checks', 'setup timing', ''),
('placed_design', 'hpwl', '638.7', 'microns'),
('worst_hold_path', 'timing.hold.worst_path_depth', '4', ''),
('logic_synthesis', 'synthDominantCellAreaShare', '16.73', '%'),
('finish', 'design.seq.count', '0', ''),
('routing', 'drt-total-wl', '795', 'microns'),
('logic_synthesis', 'ys_chip_area', '314.1', 'sq um'),
('logic_synthesis', 'total_standard_cell_area_after_synthesis', '314.1', 'sq um'),
('critical_path', 'critPathLaunchType', 'input port', ''),
('routing', 'antenna_cells', '0', ''),
('logic_synthesis', 'syn-mean-instance-area', '7.851', 'sq um'),
('finish', 'layout.clock_buffers', '0', ''),
('floorplan', 'fp_util', '9.194', '%'),
('run_status', 'outcome', 'finished, violations left', ''),
('grt', 'antenna_found_initial', '0', ''),
('floorplan', 'dieWidth', '80', 'microns'),
('final_timing', 'final_period_minus_worst_setup_slack', '1235', 'ps'),
('grt', 'vias_in_the_first_global_route', '304', ''),
('finish', 'mostFrequentLayoutCells', 'buf_2, buf_4, buf_6', ''),
('routing', 'average_via_count_per_standard_cell', '3.173', ''),
('finish', 'syn2layout_area_growth', '58.96', '%'),
('routing', 'drtAntennaViolNets', '0', ''),
('placed_design', 'finalWeightedCongestion', '0.7155', ''),
('critical_path', 'required', '800', 'ps'),
('routing', 'dr_wl_met2', '266', 'microns'),
('logic_synthesis', 'synthTopCellsByArea', 'buf_4, clkbuf_8, or4b_1', ''),
('critical_path', 'timing.critical_path.to_type', 'primary output', ''),
('floorplan', 'floorplan.rows', '21', ''),
('floorplan', 'fp.dieArea', '6400', 'sq um'),
('logic_synthesis', 'yosysUniqueCellTypes', '26', ''),
('worst_hold_path', 'hold_class', 'input port to primary output', ''),
('routing', 'routed.top_layer', 'met3', ''),
('finish', 'final_cell_count_no_fill', '98', ''),
('power_and_ir_drop', 'power-per-cell-area', '365.3', 'nW/um^2'),
('routing', 'vias', '311', ''),
('finish', 'sequential_cell_area', '0', 'sq um'),
('critical_path', 'critical_path.max_stage_delay', '520', 'ps'),
('power_and_ir_drop', 'peakVddDrop', '174.2', 'uV'),
('logic_synthesis', 'synth_sequential_area_ratio', '0', '%');
## path summary, 6_finish.rpt
check / startpoint / end / slack [ps]
setup / recovery: n[3] / c[0] / -240
hold / removal: n[3] / c[2] / 740
## timing repair
item / 4_1_cts / 5_1_grt
pin swaps: 7 / 4
endpoints found under the setup margin: 7 / 7
resized: 59 / 2
## power breakdown
part	switching (uW)	internal [uW]
logic	67.1	115
registers	0	0
clock network	0	0
total	67.1	115
## layout make-up
type / instances / area [sq um] / area share, %
Tap cell: 46 / 57.56 / 11.53
Multi-Input combinational cell: 28 / 234.0 / 46.87
Timing Repair Buffer: 23 / 203.9 / 40.85
Inverter: 1 / 3.754 / 0.7519
## critical path, delay by kind of cell
kind / cells / cell delay (ps)
buffers and inverters: 2 / 230
and+or+nand+nor: 1 / 520
AOI/OAI and AO/OA: 1 / 90
## per-layer routing
| metal | up-vias | track usage, % |
|---|---|---|
| li1 | 169 | - |
| met1 | 133 | 3.823 |
| met2 | 9 | 3.291 |
| met3 | 0 | 0.6818 |
| met4 | 0 | 0 |
| met5 | - | 0 |
## cells by family (layout without fill, tap and decap cells)
logic type             after synthesis  count (layout)  synth area share (%)
AND-OR/OR-AND                        9               9                 23.11
XOR/XNOR                             1               1                 2.789
buffers and inverters               12              24                 32.67
multiplexers                         1               1                 3.187
AND/OR/NAND/NOR                     17              17                 38.25
## cells in the mapped netlist, types with 2 or more instances
cell type  count
buf_4          7
clkbuf_8       3
nand3b_1       2
nand4b_1       2
nor2_1         2
o211ai_1       2
or2b_1         2
or4b_1         2
## stage by stage
step	cell area [sq um]	utilization [%]	setup TNS, ps	power (uW)	worst slack [ps]
3_3_place_gp	473.0	13.85	-7096	179.9	-1074
5_1_grt	499.2	14.62	-1609	203.3	-288.9
3_5_place_dp	473.0	13.85	-7021	180.3	-1056
2_1_floorplan	335.3	-	-206.3	117.3	-103.3
4_1_cts	490.5	14.36	-1334	181.0	-256.6
6_report	499.2	14.62	-1210	182.4	-235.1
Power is estimated from default activity; no workload was simulated.
