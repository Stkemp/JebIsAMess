**design.v**
```verilog
`timescale 1ns / 1ps
module Adder(
    input a0,
    input b0,
    input a1,
    input b1,
    input a2,
    input b2,
    input cin,
    output s0,
    output s1,
    output s2,
    output s3
    );
    wire c0, c1;
    FullAdder add1 (.a(a0), .b(b0), .cin(cin), .s(s0), .cout(c0));
    FullAdder add2 (.a(a1), .b(b1), .cin(c0), .s(s1), .cout(c1));
    FullAdder add3 (.a(a2), .b(b2), .cin(c1), .s(s2), .cout(s3));
endmodule
`timescale 1ns / 1ps
module FullAdder(
    input a,
    input b,
    input cin,
    output s,
    output cout
    );
    wire f,e;
    assign f = a ^ b;
    assign e = a & b;
    assign s = f ^ cin;
    assign cout = (f & cin) | e;
endmodule
`timescale 1ns / 1ps
module SevenSegLogic(
    input n0,
    input n1,
    input n2,
    input n3,
    output a,
    output b,
    output c,
    output d,
    output e,
    output f,
    output g
    );
    wire h0, h1, h2, h3, h4, h5, h6, h7, h8, h9, ha, hb, hc, hd, he, hf;
    assign h0 =  ~n3&~n2&~n1&~n0;
    assign h1 =  ~n3&~n2&~n1&n0;
    assign h2 =  ~n3&~n2&n1&~n0;
    assign h3 =  ~n3&~n2&n1&n0;
    assign h4 =  ~n3&n2&~n1&~n0;
    assign h5 =  ~n3&n2&~n1&n0;
    assign h6 =  ~n3&n2&n1&~n0;
    assign h7 =  ~n3&n2&n1&n0;
    assign h8 =  n3&~n2&~n1&~n0;
    assign h9 =  n3&~n2&~n1&n0;
    assign ha =  n3&~n2&n1&~n0;
    assign hb =  n3&~n2&n1&n0;
    assign hc =  n3&n2&~n1&~n0;
    assign hd =  n3&n2&~n1&n0;
    assign he =  n3&n2&n1&~n0;
    assign hf =  n3&n2&n1&n0;
    assign a = h1 | h4 | hb | hd;
    assign b = h5 | h6 | hb | hc | he | hf;
    assign c = h2 | hc | he | hf;
    assign d = h1 | h4 | h7 | h9 | ha | hf;
    assign e = h1 | h3 | h4 | h5 | h7 | h9;
    assign f = h1 | h2 | h3 | h7 | hd;
    assign g = h0 | h1 | h7 | hc;
endmodule
`timescale 1ns / 1ps
module Top(
    input sw0,
    input sw1,
    input sw2,
    input sw3,
    input sw4,
    input sw5,
    input sw6,
    output a0,
    output a1,
    output a2,
    output a3,
    output dp,
    output ca,
    output cb,
    output cc,
    output cd,
    output ce,
    output cf,
    output cg
    );
    wire s0, s1, s2, s3;
    assign a0 = 0;
    assign a1 = 1;
    assign a2 = 1;
    assign a3 = 1;
    assign dp = 1;
    Adder myAdder (.cin(sw0), .a0(sw1), .a1(sw2), .a2(sw3), .b0(sw4), .b1(sw5), .b2(sw6), .s0(s0), .s1(s1), .s2(s2), .s3(s3));
    SevenSegLogic mySevenSeg (.n0(s0), .n1(s1), .n2(s2), .n3(s3), .a(ca), .b(cb), .c(cc), .d(cd), .e(ce), .f(cf), .g(cg));
endmodule
```
**run.sh**
```bash
#!/bin/bash
# OpenROAD 26Q1-2900-gdf79404cd8, Yosys 0.63+post, stock flow scripts
make -C /OpenROAD-flow-scripts/flow DESIGN_CONFIG=/design/flow/config.mk WORK_HOME=/design/flow/orfs finish
```
**config.mk**
```make
export PLATFORM = sky130hd
export DESIGN_NAME = Top
export DESIGN_NICKNAME = Top
export VERILOG_FILES = /design/flow/design.v
export SDC_FILE = /design/flow/constraint.sdc
export NUM_CORES = 4
export LEC_CHECK = 1
export CORE_AREA = 10 10 70 70
export DIE_AREA = 0 0 80 80
```
**constraint.sdc**
```tcl
current_design Top

set clk_period 4.8
set clk_io_pct 0.2

create_clock -name clk0 -period $clk_period

set non_clock_inputs [all_inputs -no_clocks]
set_input_delay [expr $clk_period * $clk_io_pct] -clock clk0 $non_clock_inputs
set_output_delay [expr $clk_period * $clk_io_pct] -clock clk0 [all_outputs]
```
==> impl_metrics.py <==
# Generated from Yosys and OpenROAD reports
metrics = {
    "run_status": {
        "status": "completed",
    },
    "final_timing": {
        "period_minus_slack_ns": 4.65,
        "fin_hold_ws_ns": 2.72,
        "post-route-period-util_pct": 96.9,
        "hold_viol_final": 0,
        "setup_violations": 0,
        "max_freq_ghz": 0.215,
        "slew_violations": 0,
        "tns_ns": 0,
        "rsz0062_at_grt": "false",
    },
    "setup_path": {
        "worstSetupStartpoint": "sw0",
        "critPathTopFamily": "buffers and inverters",
        "cp.arrival_ns": 3.69,
        "worst-path-max-fanout": 11,
        "crit_chain": "clkdlybuf4s50_1 -> fa_2 -> inv_1 -> fa_1 -> inv_2 -> fa_1 -> buf_6 -> or2b_1 -> o21ai_0 -> a21bo_2 -> clkdlybuf4s50_1",
        "endpoint": "ce",
        "critPathBufInv": 5,
        "critPathKind": "in2out",
        "cp_slowest_stage_delay_ns": 0.49,
        "start_kind": "input port",
        "cp-end-kind": "output port",
        "crit_required_ns": 3.84,
        "crit_slowest_cell": "clkdlybuf4s50_1",
        "cp_num_cells": 11,
    },
    "pwr": {
        "power_density_mw_per_mm2": 191,
        "ir_worst_vdd_mv": 0.0636,
        "p_leak_nw": 0.239,
    },
    "die": {
        "core_util_floorplan_pct": 9.34,
        "die-area_mm2": 0.00640,
        "die_y_um": 80,
        "num_rows": 21,
        "core_area_mm2": 0.00342,
        "io_pins": 19,
        "die_x_um": 80,
    },
    "drt": {
        "vias": 316,
        "drc": 0,
        "num_antenna_cells": 0,
        "wl_per_cell_um": 8.52,
        "drt_wl_total_um": 852,
        "drt_iter0_markers": 11,
        "ant_nets": 0,
        "avgViaCountPerCell": 3.16,
        "dr.pass1.iters": 4,
    },
    "logic_synthesis": {
        "ys_seq_share_pct": 0,
        "synth_stat.cells": 45,
        "ys_warn_count": 0,
        "top_cell": "buf_4",
        "top_area_share_pct": 18.8,
        "yosysTopAreaCell": "fa_1",
        "synth_cells": 45,
        "ys_area_um2": 319,
        "synthTopCellsByCount": "buf_4 (6), inv_1 (5), fa_1 (3), o21ai_0 (3)",
        "synth.distinct_cells": 26,
        "synth.cell_area_um2": 319,
        "avgSynthCellArea_um2": 7.09,
        "area_leaders": "fa_1 (19%), buf_4 (14%), inv_1 (5.9%)",
    },
    "place": {
        "gp_congestion": 0.717,
        "hpwl_um": 702,
        "io_buffers": 14,
    },
    "hold_path": {
        "hold_path_depth": 5,
        "hold_path.class": "in2out",
    },
    "final_layout": {
        "fin_util_pct": 14.6,
        "clockBufferCount": 0,
        "drive_above_1_share_pct": 11.1,
        "area.growth.synth_to_final_pct": 56.1,
        "flops": 0,
        "seq_area_um2": 0,
    },
    "global_routing": {
        "grt_pass1_wl_um": 1270,
        "grt_overflow": 0,
        "grt_usage_pct": 2.37,
        "antenna_found_initial": 0,
        "grt_pass1_vias": 285,
        "grt_start_max_net_pins": 14,
    },
    "run": {
        "warnings": 32,
        "max-cap-violations": 0,
    },
    "clocking": {
        "ctsHoldBuffers": 0,
    },
}
-- layout by cell type (no fill, tap or decap), types with 2 or more instances in the layout --
cell type	Yosys	final
conb_1	2	5
nand2_1	2	2
a21oi_1	2	2
nor3_1	2	2
fa_1	3	2
o21ai_0	3	3
inv_1	5	4
clkdlybuf4s50_1	0	9
nand2b_1	2	2
dlymetal6s2s_1	0	5
-- worst min-delay path by stage --
| stage | endpoint | from | slack, ns |
|---|---|---|---|
| 6_report | cd | sw4 | 2.72 |
| 5_1_grt | cd | sw1 | 2.80 |
| 4_1_cts | cd | sw5 | 3.34 |
-- what timing repair did --
item | CTS | global route
setup endpoints to repair | 0 | 4
hold endpoints to repair | 0 | 0
buffers inserted | 0 | 0
resized | 0 | 10
-- stage by stage --
step / setup WS [ns] / cells / total power [mW] / instance area [um2]
2_1_floorplan: 1.21 / 48 / 0.0518 / 330
3_3_place_gp: 0.103 / 100 / 0.0931 / 470
3_5_place_dp: 0.0654 / 100 / 0.0941 / 470
4_1_cts: 0.0632 / 100 / 0.0943 / 470
5_1_grt: 0.00654 / 100 / 0.107 / 498
6_report: 0.149 / 100 / 0.0953 / 498
-- routing by layer --
layer	up-vias	global-route usage [%]	wire [um]
met4	0	0	0
met2	15	3.53	342
met1	140	3.67	474
met3	0	0.341	36
li1	161	-	-
met5	-	0	0
-- where the power goes --
group,switching (mW),internal (mW)
Combinational,0.0394,0.0559
Clock,0,0
Sequential,0,0
Total,0.0394,0.0559
-- final cells by class --
class	instances	area (um2)
Tap cell	46	57.6
Multi-Input combinational cell	34	258
Inverter	5	18.8
Timing Repair Buffer	15	164
Fill cell	393	2920
-- cells by family (layout without fill, tap and decap cells) --
family                   Yosys count  count (layout)  synth area share [%]
adder cells (fa/ha/maj)            3               3                  18.8
AND-OR/OR-AND                     14              14                  29.4
XOR/XNOR                           1               1                  2.75
buffers and inverters             14              20                  26.3
AND/OR/NAND/NOR                   11              11                  20.4
other                              2               5                  2.35
Power figures rest on the tool's default switching activity, not on a simulated workload.
