==> flow/design.v <==
`timescale 1ns / 1ps
module ANDFullAdder(
    input q,
    input m,
    input p,
    input cin,
    output cout,
    output s
    );
    wire [7:0] v0, v1;
    assign v0 = {1'b1, q, q, 1'b0, 1'b1, 1'b0, 1'b0, 1'b0};
    assign v1 = {q, ~q, ~q, q, 1'b0, 1'b1, 1'b1, 1'b0};
    m8_1e coutmux (v0, {m, p, cin}, 1'b1, cout);
    m8_1e smux (v1, {m, p, cin}, 1'b1, s);
endmodule
`timescale 1ns / 1ps
module Multiplier(
    input [3:0] m,
    input [3:0] q,
    output [7:0] p
    );
    wire [4:0] w1, w2, w3, w4;
    MultiplierStage Stage1 (m, 4'b0000, q[0], w1);
    MultiplierStage Stage2 (m, w1[4:1], q[1], w2);
    MultiplierStage Stage3 (m, w2[4:1], q[2], w3);
    MultiplierStage Stage4 (m, w3[4:1], q[3], w4);
    assign p[0] = w1[0];
    assign p[1] = w2[0];
    assign p[2] = w3[0];
    assign p[7:3] = w4;
endmodule
`timescale 1ns / 1ps
module MultiplierStage(
    input [3:0] m,
    input [3:0] pin,
    input q,
    output [4:0]pout
    );
    wire c0, c1, c2;
    ANDFullAdder Adder1 (q, m[0], pin[0], 1'b0, c0, pout[0]);
    ANDFullAdder Adder2 (q, m[1], pin[1], c0, c1, pout[1]);
    ANDFullAdder Adder3 (q, m[2], pin[2], c1, c2, pout[2]);
    ANDFullAdder Adder4 (q, m[3], pin[3], c2, pout[4], pout[3]);
endmodule
`timescale 1ns / 1ps
module m8_1e(
    input [7:0] in,
    input [2:0] sel,
    input e,
    output o
    );
    wire to_out;
        wire [7:0] r;
        assign r[0] = in[0]&~sel[2]&~sel[1]&~sel[0];
        assign r[1] = in[1]&~sel[2]&~sel[1]&sel[0];
        assign r[2] = in[2]&~sel[2]&sel[1]&~sel[0];
        assign r[3] = in[3]&~sel[2]&sel[1]&sel[0];
        assign r[4] = in[4]&sel[2]&~sel[1]&~sel[0];
        assign r[5] = in[5]&sel[2]&~sel[1]&sel[0];
        assign r[6] = in[6]&sel[2]&sel[1]&~sel[0];
        assign r[7] = in[7]&sel[2]&sel[1]&sel[0];
        assign to_out = |r;
        assign o = to_out&e;
endmodule
==> flow/run.sh <==
#!/bin/bash
# OpenROAD 26Q1-2900-gdf79404cd8, Yosys 0.63+post, stock flow scripts
make -C /OpenROAD-flow-scripts/flow DESIGN_CONFIG=/design/flow/config.mk WORK_HOME=/design/flow/orfs finish
==> flow/config.mk <==
export PLATFORM = sky130hd
export DESIGN_NAME = Multiplier
export DESIGN_NICKNAME = Multiplier
export VERILOG_FILES = /design/flow/design.v
export SDC_FILE = /design/flow/constraint.sdc
export NUM_CORES = 4
export LEC_CHECK = 1
export CORE_AREA = 10 10 70 70
export DIE_AREA = 0 0 80 80
==> flow/constraint.sdc <==
current_design Multiplier

set clk_period 4.3
set clk_io_pct 0.2

create_clock -name clk0 -period $clk_period

set non_clock_inputs [all_inputs -no_clocks]
set_input_delay [expr $clk_period * $clk_io_pct] -clock clk0 $non_clock_inputs
set_output_delay [expr $clk_period * $clk_io_pct] -clock clk0 [all_outputs]
==> Changelog: implementation <==
### Metrics

* Largest net degree at the start of global routing at 11
* Clock share of power at 0%
* Tool warning count at 33
* Area growth, synth to finish at 73.3%
* GR Overflow Total at 0
* Worst Tran Pin Value at 289 ps
* DR vias/cell at 4.80
* Detail Placement HPWL at 1.72 mm
* Die footprint at 6400 um^2
* Peak Freq at 237 MHz
* Tot Pwr at 0.000148 W
* Setup TNS at 0 ps
* Vias in the first global route at ~900
* Syn_area_per_cell at around 6.7 um^2
* Synth Warn # at 0
* Total of max-cap violations at 0
* GPL Wtd Cong at 0.826
* # IOs at 16
* Tmin final at 4220 ps
* Pre-antenna DRT Iters at 4
* GR Util All Layers at 7.18%
* N_diodes at 0
* RSZ-0062 raised after global routing: true
* CORE AREA at 3420 um^2
* Status: complete, no violations
* Seq_cells at 0
* Die Y-Extent at 80 um
* Switching Fraction at 42.3%
* DR DRC count at 0
* Pleak at 0.545 nW
* Std cell rows at 21
* WL per Instance at 11.6 um
* Relative slew slack at 80.6%
* Power density over the cells at 119 nW/um^2
* Internal at 0.0000855 W
* Cell Area, Synth at 722 um^2
* Register area at 0 um^2
* Die Wd at about 80 um
* Yosys cell count at about 110
* First-pass GRT wire length at just over 4 mm
* Post-synth seq share at 0%
* Distinct lib cells at 46
* Most used logic cell in the final layout: buf_4
* Inst Count DP at 185
* Port Buffers at 16
* Routed Antenna Nets at 0
* Yosys stat area at 722 um^2
* Final Max Slew Viols at 0
* Crit path launch type: input port
* Layout cells sized above 1 at 42.9%
* Top Layout Cells: buf_4 (36), nand2_1 (12), clkdlybuf4s50_1 (6)
* Share of the synthesized area in the top cell type at 9.36%
* Peak VDD IR at 0.0253 mV
* Worst EP required at between 3000 and 4000 ps
* Clkbuf count at 0
* Iteration-0 DRC Markers at 51
* Post-synth top area cell: buf_4
* Routed wire length at 2.24 mm
* Routed via count at 926
* Initial antenna violation count at 0
* WP data arrival at 3360 ps
* Final Cycle Share at 98.1%
* Post-Synthesis Cells at 108
* Top cells by area: buf_4 (9.4%), nand2_1 (6.8%), xnor2_1 (6.1%)
* CP endpoint kind: primary output
* Hold Path Class: input port to primary output
* Final Non-Filler Cells at between 150 and 200
* CP max FO at 7
* Comb pwr share at around 100%
* FP Core Util at between 20% and 30%
* Worst Setup Path Type: input port to primary output
* Post-layout util at 36.6%
* Flop pwr share at 0%
* Final setup vio count at 0
* Hold WS at 2460 ps
* Hold Vio Cnt, Final at 0
* NetSw at 0.0000627 W
-- critical path: stages --
cell and delay (ps):
clkdlybuf4s15_1 230, buf_6 170, nand3b_1 80, a21oi_1 100, buf_4 160, or4_4 540
o211ai_4 230, o221a_4 240, nor4b_4 50, buf_4 140, o31a_1 240, o31ai_2 200
buf_2 120
-- area by class of cell --
cell class         instances  area (um^2)
fillers                  356         2160
multi-input cells         87          717
repair buffers            56          462
well taps                 46         57.6
inverters                  4         15.0
-- final timing paths --
| check | cells past startpoint | from | end | slack, ps |
|---|---|---|---|---|
| setup / recovery | 13 | q[1] | p[6] | 80 |
| hold / removal | 5 | m[3] | p[6] | 2460 |
-- per-layer routing --
| layer | vias to the layer above | track usage [%] | wire length (um) |
|---|---|---|---|
| li1 | 481 | - | - |
| met1 | 439 | 9.23 | 1050 |
| met2 | 6 | 13.3 | 1120 |
| met3 | 0 | 0.568 | 74 |
| met4 | 0 | 0 | 0 |
| met5 | - | 0 | 0 |
-- cells by family (layout without fill, tap and decap cells) --
| family | after synthesis | in the layout | share of synthesized area [%] |
|---|---|---|---|
| xor+xnor | 6 | 6 | 7.28 |
| compound gates | 35 | 35 | 38.1 |
| mux | 2 | 2 | 2.77 |
| simple gates | 44 | 44 | 35.5 |
| buf+inv | 21 | 60 | 16.3 |
-- power by group through the flow --
stage	sequential, W	combinational (W)	clock, W
5_1_grt	0	0.000163	0
4_1_cts	0	0.000148	0
6_report	0	0.000148	0
-- through the flow --
step	setup slack (ps)	cell area, um^2
2_1_floorplan	411	722
3_5_place_dp	-546	1080
5_1_grt	-51.5	1250
3_3_place_gp	-522	1080
6_report	82.4	1250
4_1_cts	55.2	1250
-- cells in the mapped netlist (all sizes together) --
| library cell | n |
|---|---|
| a41o | 1 |
| xnor2 | 5 |
| nand3b | 3 |
| o221a | 1 |
| a32o | 1 |
| a31oi | 2 |
| o311a | 1 |
| a211o | 1 |
| or4 | 1 |
| o21ai | 1 |
| a21oi | 7 |
| a21boi | 2 |
| o2111a | 1 |
| or3 | 1 |
| nand3 | 4 |
| a2111oi | 1 |
| o211ai | 1 |
| nor2b | 3 |
| inv | 4 |
| o31ai | 4 |
| nor3 | 3 |
| xor2 | 1 |
| nand4 | 1 |
| o221ai | 3 |
| nor2 | 3 |
| clkbuf | 3 |
| and3b | 3 |
| or3b | 1 |
| and4 | 1 |
| nor4bb | 1 |
| o22ai | 1 |
| buf | 14 |
| nand2b | 3 |
| and2 | 2 |
| mux2i | 2 |
| o31a | 1 |
| a21o | 2 |
| o32ai | 1 |
| nor4b | 1 |
| a31o | 1 |
| o21a | 1 |
| nand2 | 13 |
| o311ai | 1 |
-- what timing repair did --
action,in CTS,in global routing
setup endpoints to repair,4,3
pin swaps,11,2
hold buffers,0,0
buffers inserted,8,0
resized,44,1
No activity file was given, so power comes from the tool's default toggle rates.
